### design/flow/config.mk
export PLATFORM = sky130hd
export DESIGN_NAME = adder_8bit
export DESIGN_NICKNAME = adder_8bit
export VERILOG_FILES = /design/flow/design.v
export SDC_FILE = /design/flow/constraint.sdc
export NUM_CORES = 4
export LEC_CHECK = 1
export CORE_AREA = 10 10 70 70
export DIE_AREA = 0 0 80 80
### design/flow/constraint.sdc
current_design adder_8bit

set clk_period 10.2
set clk_io_pct 0.2

create_clock -name clk0 -period $clk_period

set non_clock_inputs [all_inputs -no_clocks]
set_input_delay [expr $clk_period * $clk_io_pct] -clock clk0 $non_clock_inputs
set_output_delay [expr $clk_period * $clk_io_pct] -clock clk0 [all_outputs]
### design/flow/design.v
`timescale 1ns / 1ps
module adder_1bit(
    input A,
    input B,
    input Cin,
    output S,
    output Cout
); 
wire p = A ^ B;
assign S = p ^ Cin;
assign Cout = (A & B) | (Cin & p);
endmodule
`timescale 1ns / 1ps
module adder_8bit (
    input [7:0] A,
    input [7:0] B,
    input Cin,
    output [7:0] S,
    output Cout
);
wire [6:0] carry;
adder_1bit adder0 (
    .A(A[0]),
    .B(B[0]),
    .Cin(Cin),
    .S(S[0]),
    .Cout(carry[0])
);
adder_1bit adder1 (
    .A(A[1]),
    .B(B[1]),
    .Cin(carry[0]),
    .S(S[1]),
    .Cout(carry[1])
);
adder_1bit adder2 (
    .A(A[2]),
    .B(B[2]),
    .Cin(carry[1]),
    .S(S[2]),
    .Cout(carry[2])
);
adder_1bit adder3 (
    .A(A[3]),
    .B(B[3]),
    .Cin(carry[2]),
    .S(S[3]),
    .Cout(carry[3])
);
adder_1bit adder4 (
    .A(A[4]),
    .B(B[4]),
    .Cin(carry[3]),
    .S(S[4]),
    .Cout(carry[4])
);
adder_1bit adder5 (
    .A(A[5]),
    .B(B[5]),
    .Cin(carry[4]),
    .S(S[5]),
    .Cout(carry[5])
);
adder_1bit adder6 (
    .A(A[6]),
    .B(B[6]),
    .Cin(carry[5]),
    .S(S[6]),
    .Cout(carry[6])
);
adder_1bit adder7 (
    .A(A[7]),
    .B(B[7]),
    .Cin(carry[6]),
    .S(S[7]),
    .Cout(Cout)
);
endmodule
### design/flow/run.sh
#!/bin/bash
# OpenROAD 26Q1-2900-gdf79404cd8, Yosys 0.63+post, stock flow scripts
make -C /OpenROAD-flow-scripts/flow DESIGN_CONFIG=/design/flow/config.mk WORK_HOME=/design/flow/orfs finish
==> qor.yml <==
outcome:
  status: "complete, no violations"
synthesis:
  syn_area_sq_um: 258
  yosysWarnings: 0
  synthCells: 26
  synth_cell_types: 3
  avgSynthCellArea_sq_um: 9.91
  ys_chip_area_sq_um: 258
  synth_seq_share_pct: 0
  ys_cells: 26
floorplan:
  fp_util_pct: 7.55
  coreArea_sq_um: 3420
  std_cell_rows: 21
  fp.dieH_um: 80
  die_w_um: 80
  ios: 26
  chipArea_sq_um: 6400
detailed_routing:
  drc_errors: 0
  antennaDiodeCount: 0
  drt_pre_antenna_iters: 1
  drt-initial-drc-count: 0
  vias: 225
  routed_via_density: 2.50
  antenna_left: 0
  drt_wl_total_um: 783
  drt-wirelength-per-cell_um: 8.70
cells_and_area:
  syn_to_final_growth_pct: 100
  register_area_sq_um: 0
  final_cell_mix: "26 x clkdlybuf4s50_1, 10 x inv_1, 8 x fa_1"
  nClkBuffers: 0
  fin_util_pct: 15.1
  mostFrequentLayoutCell: "clkdlybuf4s50_1"
  ff_count: 0
  fillers: 397
  design_area_sq_um: 515
  drive_gt1_share_pct: 0
global_routing:
  grt_pass1_vias: 275
  grt_pass1_wl_mm: 1.25
  grt_max_degree: 2
  overflow: 0
  track_usage_pct: 2.40
  antenna_found_initial: 0
setup_path:
  cp-end-kind: "output pin"
  critical_path.max_fanout: 1
  cp_common_cell: "fa_1"
  crit_path_start_kind: "input port"
  slowest_stage: "clkdlybuf4s50_1"
  worst_path_largest_cell_delay_ns: 0.46
  critical_path_class: "input port to output pin"
  required_ns: 8.16
  arrival_ns: 6.05
  crit_path_cell_trace: "clkdlybuf4s50_1 -> inv_1 -> fa_1 -> inv_1 -> fa_1 -> fa_1 -> fa_1 -> fa_1 -> fa_1 -> fa_1 -> inv_1 -> fa_1 -> inv_1 -> clkdlybuf4s50_1"
timing:
  finalCriticalPeriod_ns: 8.09
  fin_crit_sh_pct: 79.3
  finalHoldViolCount: 0
  setup_viol: 0
  worst_pin_slew_ns: 0.0914
  final.setup.tns_ns: 0
  maxSlewViolCount: 0
  fmax_mhz: 124
  slew_headroom_pct: 93.9
  timing.hold.ws_ns: 5.13
  grt_setup_unrepaired: "false"
min_path:
  hold_end: "S[0]"
  timing.hold.worst.class: "input port to output pin"
  whs_path_depth: 5
  min_from: "Cin"
cts:
  post_cts_buffers: 0
  ctsResizeCount: 0
  postCtsHoldBufs: 0
power_and_ir_drop:
  peakVddDrop_uv: 17.7
  p_leak_uw: 0.000213
  power.density_nw_per_um2: 52.1
flow_run:
  warning_count: 32
  maxCapViolCount: 0
place:
  portBuffers: 26
  gp_congestion: 0.867
  dp_hpwl_um: 781
  dpl_cell_area_sq_um: 515
## power by group
| group | leakage (uW) | internal [uW] | switching, uW |
|---|---|---|---|
| sequential | 0 | 0 | 0 |
| combinational | 0.000213 | 19.8 | 7.02 |
| clock | 0 | 0 | 0 |
| total | 0.000213 | 19.8 | 7.02 |
## how the worst max path moves through the flow
stage     from  cells past startpoint  slack [ns]  endpoint
4_1_cts   B[0]                     14        2.06      S[7]
5_1_grt   A[0]                     14        1.89      S[7]
6_report  B[0]                     14        2.11      S[7]
## cell usage after synthesis
master  count  area (sq um)
inv_1      10          37.5
buf_4       8          60.1
fa_1        8           160
## layout make-up
| cell class | count | area, sq um | share of cell area (%) |
|---|---|---|---|
| Tap cell | 46 | 57.6 | 11.2 |
| Inverter | 10 | 37.5 | 7.28 |
| Timing Repair Buffer | 26 | 260 | 50.5 |
| Multi-Input combinational cell | 8 | 160 | 31.1 |
## cells by family (layout without fill, tap and decap cells)
group,Yosys count,count (layout),synth area share [%]
adder cells (fa/ha/maj),8,8,62.1
buffers and inverters,18,36,37.9
## critical path, delay by kind of cell
| kind | cells | cell delay [ns] |
|---|---|---|
| buffers and inverters | 6 | 1.14 |
| adder cells (fa/ha/maj) | 8 | 2.87 |
## metrics by stage
step | total power [uW] | worst slack, ns | std cells
floorplan | 13.0 | 3.02 | 26
CTS | 28.1 | 2.06 | 90
finish | 26.8 | 2.11 | 90
global route | 30.9 | 1.89 | 90
detailed placement | 27.9 | 2.07 | 90
global placement | 27.5 | 2.12 | 90
## per-layer routing
metal / track usage, % / wire [um] / part of all wire [%]
met5: 0 / 0 / 0
met4: 0 / 0 / 0
met3: 2.16 / 208 / 27
met2: 2.97 / 220 / 28
met1: 3.17 / 355 / 45
No activity file was given, so power comes from the tool's default toggle rates.
